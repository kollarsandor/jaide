==> /design/flow/config.mk <==
export PLATFORM = sky130hd
export DESIGN_NAME = top_level
export DESIGN_NICKNAME = top_level
export VERILOG_FILES = /design/flow/design.v
export SDC_FILE = /design/flow/constraint.sdc
export NUM_CORES = 4
export LEC_CHECK = 1
export CORE_UTILIZATION = 40
==> /design/flow/run.sh <==
#!/bin/bash
# OpenROAD 26Q1-2900-gdf79404cd8, Yosys 0.63+post, stock flow scripts
make -C /OpenROAD-flow-scripts/flow DESIGN_CONFIG=/design/flow/config.mk WORK_HOME=/design/flow/orfs finish
==> /design/flow/design.v <==
module top_level (
    input wire clk,
    input wire rst_n,
    input  wire [15:0] axi_awaddr,
    input  wire        axi_awvalid,
    output wire        axi_awready,
    input  wire [2:0]  axi_awprot,
    input  wire [31:0] axi_wdata,
    input  wire [3:0]  axi_wstrb,
    input  wire        axi_wvalid,
    output wire        axi_wready,
    output wire [1:0]  axi_bresp,
    output wire        axi_bvalid,
    input  wire        axi_bready,
    input  wire [15:0] axi_araddr,
    input  wire        axi_arvalid,
    output wire        axi_arready,
    input  wire [2:0]  axi_arprot,
    output wire [31:0] axi_rdata,
    output wire [1:0]  axi_rresp,
    output wire        axi_rvalid,
    input  wire        axi_rready,
    output wire [31:0] mem_addr,
    output wire [15:0] mem_wdata,
    input  wire [15:0] mem_rdata,
    output wire        mem_we,
    output wire        mem_oe,
    output wire        mem_ce,
    input  wire        mem_ready,
    output wire [7:0]  led_status,
    output wire        led_error,
    output wire        irq_out
);
    wire reset;
    assign reset = !rst_n;
    reg [31:0] control_reg;
    reg [31:0] status_reg;
    reg [31:0] config_reg;
    reg [31:0] result_reg;
    wire [63:0] ssi_search_key;
    wire [31:0] ssi_root_addr;
    wire        ssi_start;
    wire [31:0] ssi_result_addr;
    wire        ssi_found;
    wire [7:0]  ssi_depth;
    wire        ssi_done;
    wire [63:0] ranker_query_hash;
    wire [63:0] ranker_segment_id;
    wire [63:0] ranker_segment_pos;
    wire [31:0] ranker_base_score;
    wire        ranker_valid;
    wire [31:0] ranker_final_score;
    wire [15:0] ranker_rank;
    wire        ranker_done;
    wire [31:0] arbiter_mem_addr;
    wire [15:0] arbiter_mem_wdata;
    wire        arbiter_mem_we;
    wire        arbiter_mem_req;
    wire        arbiter_grant;
    wire [3:0]  client_req;
    wire [3:0]  client_grant;
    localparam ADDR_CONTROL   = 16'h0000;
    localparam ADDR_STATUS    = 16'h0004;
    localparam ADDR_CONFIG    = 16'h0008;
    localparam ADDR_RESULT    = 16'h000C;
    localparam ADDR_SSI_KEY_L = 16'h0010;
    localparam ADDR_SSI_KEY_H = 16'h0014;
    localparam ADDR_SSI_ROOT  = 16'h0018;
    localparam ADDR_SSI_RES   = 16'h001C;
    localparam ADDR_RNK_HASH_L= 16'h0020;
    localparam ADDR_RNK_HASH_H= 16'h0024;
    localparam ADDR_RNK_SEG_L = 16'h0028;
    localparam ADDR_RNK_SEG_H = 16'h002C;
    localparam ADDR_RNK_POS_L = 16'h0030;
    localparam ADDR_RNK_POS_H = 16'h0034;
    localparam ADDR_RNK_SCORE = 16'h0038;
    localparam ADDR_RNK_RES   = 16'h003C;
    reg [1:0] axi_wr_state;
    reg [1:0] axi_rd_state;
    localparam AXI_IDLE  = 2'b00;
    localparam AXI_ADDR  = 2'b01;
    localparam AXI_DATA  = 2'b10;
    localparam AXI_RESP  = 2'b11;
    reg [15:0] wr_addr_reg;
    reg [15:0] rd_addr_reg;
    reg [31:0] rd_data_reg;
    reg axi_awready_reg;
    reg axi_wready_reg;
    reg axi_bvalid_reg;
    reg axi_arready_reg;
    reg axi_rvalid_reg;
    reg [1:0] axi_bresp_reg;
    reg [1:0] axi_rresp_reg;
    assign axi_awready = axi_awready_reg;
    assign axi_wready  = axi_wready_reg;
    assign axi_bvalid  = axi_bvalid_reg;
    assign axi_bresp   = axi_bresp_reg;
    assign axi_arready = axi_arready_reg;
    assign axi_rvalid  = axi_rvalid_reg;
    assign axi_rdata   = rd_data_reg;
    assign axi_rresp   = axi_rresp_reg;
    reg [63:0] ssi_key_reg;
    reg [31:0] ssi_root_reg;
    reg [31:0] ssi_result_reg;
    reg [63:0] ranker_hash_reg;
    reg [63:0] ranker_seg_reg;
    reg [63:0] ranker_pos_reg;
    reg [31:0] ranker_score_reg;
    reg [31:0] ranker_result_reg;
    always @(posedge clk or posedge reset) begin
        if (reset) begin
            axi_wr_state <= AXI_IDLE;
            axi_awready_reg <= 1'b0;
            axi_wready_reg <= 1'b0;
            axi_bvalid_reg <= 1'b0;
            axi_bresp_reg <= 2'b00;
            wr_addr_reg <= 16'h0;
            control_reg <= 32'h0;
            config_reg <= 32'h0;
            ssi_key_reg <= 64'h0;
            ssi_root_reg <= 32'h0;
            ranker_hash_reg <= 64'h0;
            ranker_seg_reg <= 64'h0;
            ranker_pos_reg <= 64'h0;
            ranker_score_reg <= 32'h0;
        end else begin
            case (axi_wr_state)
                AXI_IDLE: begin
                    axi_bvalid_reg <= 1'b0;
                    if (axi_awvalid && axi_wvalid) begin
                        axi_awready_reg <= 1'b1;
                        axi_wready_reg <= 1'b1;
                        wr_addr_reg <= axi_awaddr;
                        axi_wr_state <= AXI_DATA;
                    end
                end
                AXI_DATA: begin
                    axi_awready_reg <= 1'b0;
                    axi_wready_reg <= 1'b0;
                    case (wr_addr_reg)
                        ADDR_CONTROL: control_reg <= axi_wdata;
                        ADDR_CONFIG: config_reg <= axi_wdata;
                        ADDR_SSI_KEY_L: ssi_key_reg[31:0] <= axi_wdata;
                        ADDR_SSI_KEY_H: ssi_key_reg[63:32] <= axi_wdata;
                        ADDR_SSI_ROOT: ssi_root_reg <= axi_wdata;
                        ADDR_RNK_HASH_L: ranker_hash_reg[31:0] <= axi_wdata;
                        ADDR_RNK_HASH_H: ranker_hash_reg[63:32] <= axi_wdata;
                        ADDR_RNK_SEG_L: ranker_seg_reg[31:0] <= axi_wdata;
                        ADDR_RNK_SEG_H: ranker_seg_reg[63:32] <= axi_wdata;
                        ADDR_RNK_POS_L: ranker_pos_reg[31:0] <= axi_wdata;
                        ADDR_RNK_POS_H: ranker_pos_reg[63:32] <= axi_wdata;
                        ADDR_RNK_SCORE: ranker_score_reg <= axi_wdata;
                    endcase
                    axi_bresp_reg <= 2'b00;
                    axi_bvalid_reg <= 1'b1;
                    axi_wr_state <= AXI_RESP;
                end
                AXI_RESP: begin
                    if (axi_bready) begin
                        axi_bvalid_reg <= 1'b0;
                        axi_wr_state <= AXI_IDLE;
                    end
                end
                default: axi_wr_state <= AXI_IDLE;
            endcase
        end
    end
    always @(posedge clk or posedge reset) begin
        if (reset) begin
            axi_rd_state <= AXI_IDLE;
            axi_arready_reg <= 1'b0;
            axi_rvalid_reg <= 1'b0;
            axi_rresp_reg <= 2'b00;
            rd_addr_reg <= 16'h0;
            rd_data_reg <= 32'h0;
        end else begin
            case (axi_rd_state)
                AXI_IDLE: begin
                    axi_rvalid_reg <= 1'b0;
                    if (axi_arvalid) begin
                        axi_arready_reg <= 1'b1;
                        rd_addr_reg <= axi_araddr;
                        axi_rd_state <= AXI_DATA;
                    end
                end
                AXI_DATA: begin
                    axi_arready_reg <= 1'b0;
                    case (rd_addr_reg)
                        ADDR_CONTROL: rd_data_reg <= control_reg;
                        ADDR_STATUS: rd_data_reg <= status_reg;
                        ADDR_CONFIG: rd_data_reg <= config_reg;
                        ADDR_RESULT: rd_data_reg <= result_reg;
                        ADDR_SSI_KEY_L: rd_data_reg <= ssi_key_reg[31:0];
                        ADDR_SSI_KEY_H: rd_data_reg <= ssi_key_reg[63:32];
                        ADDR_SSI_ROOT: rd_data_reg <= ssi_root_reg;
                        ADDR_SSI_RES: rd_data_reg <= ssi_result_reg;
                        ADDR_RNK_HASH_L: rd_data_reg <= ranker_hash_reg[31:0];
                        ADDR_RNK_HASH_H: rd_data_reg <= ranker_hash_reg[63:32];
                        ADDR_RNK_SEG_L: rd_data_reg <= ranker_seg_reg[31:0];
                        ADDR_RNK_SEG_H: rd_data_reg <= ranker_seg_reg[63:32];
                        ADDR_RNK_POS_L: rd_data_reg <= ranker_pos_reg[31:0];
                        ADDR_RNK_POS_H: rd_data_reg <= ranker_pos_reg[63:32];
                        ADDR_RNK_SCORE: rd_data_reg <= ranker_score_reg;
                        ADDR_RNK_RES: rd_data_reg <= ranker_result_reg;
                        default: rd_data_reg <= 32'hDEADBEEF;
                    endcase
                    axi_rresp_reg <= 2'b00;
                    axi_rvalid_reg <= 1'b1;
                    axi_rd_state <= AXI_RESP;
                end
                AXI_RESP: begin
                    if (axi_rready) begin
                        axi_rvalid_reg <= 1'b0;
                        axi_rd_state <= AXI_IDLE;
                    end
                end
                default: axi_rd_state <= AXI_IDLE;
            endcase
        end
    end
    assign ssi_search_key = ssi_key_reg;
    assign ssi_root_addr = ssi_root_reg;
    assign ssi_start = control_reg[0];
    assign ranker_query_hash = ranker_hash_reg;
    assign ranker_segment_id = ranker_seg_reg;
    assign ranker_segment_pos = ranker_pos_reg;
    assign ranker_base_score = ranker_score_reg;
    assign ranker_valid = control_reg[1];
    always @(posedge clk or posedge reset) begin
        if (reset) begin
            ssi_result_reg <= 32'h0;
            ranker_result_reg <= 32'h0;
            status_reg <= 32'h0;
        end else begin
            if (ssi_done) begin
                ssi_result_reg <= ssi_result_addr;
                status_reg[0] <= ssi_found;
                status_reg[15:8] <= ssi_depth;
            end
            if (ranker_done) begin
                ranker_result_reg <= ranker_final_score;
                status_reg[1] <= 1'b1;
                status_reg[31:16] <= ranker_rank;
            end
        end
    end
    assign mem_addr = arbiter_mem_addr;
    assign mem_wdata = arbiter_mem_wdata;
    assign mem_we = arbiter_mem_we;
    assign mem_oe = !arbiter_mem_we && arbiter_mem_req;
    assign mem_ce = arbiter_mem_req;
    assign led_status = {
        ssi_done,
        ranker_done,
        arbiter_mem_req,
        mem_ready,
        client_grant[3:0]
    };
    assign led_error = (status_reg[0] == 1'b0) && ssi_done;
    assign irq_out = ssi_done || ranker_done;
endmodule
==> /design/flow/constraint.sdc <==
current_design top_level

set clk_period 5.0
set clk_io_pct 0.2

create_clock -name clk0 -period $clk_period [get_ports {clk}]

set non_clock_inputs [all_inputs -no_clocks]
set_input_delay [expr $clk_period * $clk_io_pct] -clock clk0 $non_clock_inputs
set_output_delay [expr $clk_period * $clk_io_pct] -clock clk0 [all_outputs]
==> results.cfg <==
; generated from flow reports
[yosys]
seq_area_frac_synth_pct = 57.2
edf_count = 0
ys_cells = 1443
yosysTopAreaCell = dfrtp_1
synthFlopType = dfrtp_1
top_cell_area_share_pct = 56.9
syn_area_per_cell_um2 = 13.9
syn_inst = 1443
top_cells_by_area = dfrtp_1 (57%), mux2_2 (23%), a222oi_1 (2.6%)
numSynthFlops = 458
synth-async-reset-ratio_pct = 100
yosys.cell_types.count = 53
synth_area_um2 = 20100
ys_area_um2 = 20100
yosysWarnings = 178

[timing]
hold_violations = 0
setup_tns_ns = 0
clock.fmax_mhz = 307
setup_viol = 0
finalCritPeriodShare_pct = 65.1
slew-limit-headroom_pct = 39.3
rsz0062_at_grt = no
fin_worst_skew_ns = 0.0244
worst_slew_pin_slew_ns = 0.904
period_needed_ns = 3.25
drv_slew = 0

[critical_path]
r2r_slack_ns = 1.75
cp-start-kind = register
endpoint_kind = register
cp.arrival_ns = 3.77
path_max_fanout = 9
startpoint = rd_addr_reg[1]$_DFFE_PN0P_
path_class = reg2reg
ff2ff_path_depth = 7
reg2reg_from = rd_addr_reg[1]$_DFFE_PN0P_
endpoint = rd_data_reg[29]$_DFFE_PN0P_
required_ns = 5.52
reg2reg_to = rd_data_reg[29]$_DFFE_PN0P_

[routing]
wl_met2_mm = 25.2
met3_length_mm = 4.64
wl_per_cell_um = 24.3
first_pass_iters = 7
vias = 12638
drt-met1-wl_mm = 22.9
ant_nets = 0
drtIter0Drc = 892
drc = 0
routed.top_layer = met5
vias_per_cell = 5.66
wl_mm = 54.2

[clock_network]
clockBufferDepth = 3
cts_buffers = 48
cts_tree = built
path_clk_slew_ns = 0.06
insertion_delay_ns = 0.59
cts_resized = 0
clkSinkCount = 458
cts_setup_buffers = 0
cts_root_buffer = clkbuf_16
hold_buffers = 0
ctsHtreeMaxLevel = 2

[place]
io_buffers = 107
hpwlAfterDp_mm = 31.0
place_area_um2 = 21700
gp_congestion = 0.817

[global_routing]
grt_pass1_vias = 12905
grt_overflow_total = 0
antenna_found_initial = 4
grtUsageTotal_pct = 22.9
grt_max_degree = 109
grt_pass1_wl_mm = 82.4

[die]
die_y_um = 226
row_count = 81
io_pins = 200
chipArea_um2 = 51000
coreArea_um2 = 49200
fp_util_pct = 40.8
die_w_um = 226

[power]
leakage_nw = 10.2
powerDensity_nw_per_um2 = 359
peakVddDrop_mv = 0.212

[hold_path]
min_path_type = in2async

[layout]
lay_top_cells = dfrtp_1 (455), mux2_2 (416), clkdlybuf4s50_1 (106), conb_1 (64), a222oi_1 (52)
drive_above_1_share_pct = 37.2
final_area_um2 = 23200
area_growth_pct = 15.9
fill_cells = 4223
mostFrequentLayoutCell = dfrtp_1

[outcome]
status = finished, final reports clean

[flow_run]
maxCapViolCount = 0
warning_count = 57
==> cell families after synthesis <==
kind of cell | after synthesis | synth area share (%)
muxes | 419 | 23.5
buffers and inverters | 195 | 5.30
and+or+nand+nor | 163 | 5.50
DFF | 458 | 57.2
AOI/OAI and AO/OA | 207 | 8.52
other | 1 | 0.0187
==> layout make-up <==
cell class / count / area [um^2] / share of cell area [%]
repair buffers: 157 / 1490 / 6.41
clock inverters: 10 / 87.6 / 0.377
multi-input cells: 853 / 7860 / 33.8
diodes: 1 / 2.50 / 0.0108
inverters: 12 / 45.0 / 0.194
flip-flops and latches: 458 / 11500 / 49.3
well taps: 664 / 831 / 3.57
clock buffers: 76 / 1470 / 6.31
==> critical path, stage by stage, from the launching register on <==
cell and delay [ns]:
dfrtp_1 0.43, or4b_1 0.89, nor4_4 0.84, buf_4 0.37, buf_4 0.26, a222oi_1 0.11, nand3_1 0.13, a2bb2oi_2 0.13
==> power by group <==
group          internal (W)  switching [W]
Sequential          0.00394       0.000170
Clock               0.00206        0.00145
Combinational      0.000350       0.000392
Total               0.00634        0.00201
==> Yosys cell counts, drive strengths merged, types with 3 or more instances <==
cell	instances
o21a	6
a221o	4
or4b	4
or4	5
buf	125
nand4	16
a31oi	13
mux2i	3
nand3	13
o22ai	3
clkbuf	58
o22a	3
a222oi	52
mux2	416
inv	12
nor3	7
nor4	27
nor2	26
and3	8
nor2b	3
a22o	23
nand2	41
dfrtp	456
a221oi	31
and4	3
a22oi	38
a21oi	21
a2bb2oi	4
nand2b	3
==> per-layer routing <==
metal,up-vias,global-route usage [%]
met1,6578,33.5
met4,6,4.87
met3,98,7.76
met2,452,34.5
li1,5504,-
met5,-,0
==> worst min-delay path by stage <==
stage / from / endpoint / slack (ns)
CTS: rst_n / ranker_seg_reg[7]$_DFFE_PN0P_ / 0.37
global route: rst_n / ranker_seg_reg[16]$_DFFE_PN0P_ / 0.41
finish: rst_n / ranker_seg_reg[16]$_DFFE_PN0P_ / 0.38
==> stage by stage <==
step	setup WS [ns]	instances	total power [W]	utilization, %	hold slack [ns]
global placement	1.81	2144	0.00490	44.1	0.470
CTS	1.76	2230	0.00845	47.3	0.369
floorplan	2.71	1506	0.00459	-	0.428
finish	1.75	2231	0.00835	47.3	0.378
global route	1.65	2230	0.00867	47.3	0.406
detailed placement	1.79	2144	0.00493	44.1	0.472
No activity file was given, so power comes from the tool's default toggle rates.
